--- /design/flow/design.v ---
module biases_rom_dense_layer_1x_1280_256_128_bn_relu6 (
    input wire [7:0] addr, 
    output reg [7:0] data) ;
    reg [7:0] rom [0:127] ; 
    initial
        begin
            rom[0] = 8'h36 ;
            rom[1] = 8'h31 ;
            rom[2] = 8'h4e ;
            rom[3] = 8'h70 ;
            rom[4] = 8'h17 ;
            rom[5] = 8'h2c ;
            rom[6] = 8'h07 ;
            rom[7] = 8'hff ;
            rom[8] = 8'h0d ;
            rom[9] = 8'h1a ;
            rom[10] = 8'h36 ;
            rom[11] = 8'h63 ;
            rom[12] = 8'h7b ;
            rom[13] = 8'h4d ;
            rom[14] = 8'hec ;
            rom[15] = 8'h0e ;
            rom[16] = 8'hfd ;
            rom[17] = 8'h75 ;
            rom[18] = 8'h5e ;
            rom[19] = 8'h61 ;
            rom[20] = 8'h0f ;
            rom[21] = 8'h2f ;
            rom[22] = 8'h4d ;
            rom[23] = 8'h4d ;
            rom[24] = 8'h5f ;
            rom[25] = 8'h32 ;
            rom[26] = 8'h33 ;
            rom[27] = 8'h73 ;
            rom[28] = 8'hec ;
            rom[29] = 8'h11 ;
            rom[30] = 8'h48 ;
            rom[31] = 8'h3b ;
            rom[32] = 8'hef ;
            rom[33] = 8'h2e ;
            rom[34] = 8'h0f ;
            rom[35] = 8'h66 ;
            rom[36] = 8'h2c ;
            rom[37] = 8'h3b ;
            rom[38] = 8'h1c ;
            rom[39] = 8'h42 ;
            rom[40] = 8'h30 ;
            rom[41] = 8'h42 ;
            rom[42] = 8'h3e ;
            rom[43] = 8'h14 ;
            rom[44] = 8'h0e ;
            rom[45] = 8'h4c ;
            rom[46] = 8'h32 ;
            rom[47] = 8'h00 ;
            rom[48] = 8'h23 ;
            rom[49] = 8'h13 ;
            rom[50] = 8'h41 ;
            rom[51] = 8'h4f ;
            rom[52] = 8'h22 ;
            rom[53] = 8'h36 ;
            rom[54] = 8'h57 ;
            rom[55] = 8'h46 ;
            rom[56] = 8'h7a ;
            rom[57] = 8'h55 ;
            rom[58] = 8'h5b ;
            rom[59] = 8'h64 ;
            rom[60] = 8'he5 ;
            rom[61] = 8'h66 ;
            rom[62] = 8'h10 ;
            rom[63] = 8'h14 ;
            rom[64] = 8'hf5 ;
            rom[65] = 8'he4 ;
            rom[66] = 8'h5a ;
            rom[67] = 8'hf9 ;
            rom[68] = 8'h0a ;
            rom[69] = 8'hd4 ;
            rom[70] = 8'h0d ;
            rom[71] = 8'h68 ;
            rom[72] = 8'h15 ;
            rom[73] = 8'h5f ;
            rom[74] = 8'h55 ;
            rom[75] = 8'h35 ;
            rom[76] = 8'hf1 ;
            rom[77] = 8'h66 ;
            rom[78] = 8'h79 ;
            rom[79] = 8'hd3 ;
            rom[80] = 8'hec ;
            rom[81] = 8'h0f ;
            rom[82] = 8'h31 ;
            rom[83] = 8'h41 ;
            rom[84] = 8'h1e ;
            rom[85] = 8'h03 ;
            rom[86] = 8'h1a ;
            rom[87] = 8'h3a ;
            rom[88] = 8'h06 ;
            rom[89] = 8'h1e ;
            rom[90] = 8'h2e ;
            rom[91] = 8'h56 ;
            rom[92] = 8'h5f ;
            rom[93] = 8'h25 ;
            rom[94] = 8'h41 ;
            rom[95] = 8'h53 ;
            rom[96] = 8'h07 ;
            rom[97] = 8'h32 ;
            rom[98] = 8'h3c ;
            rom[99] = 8'h41 ;
            rom[100] = 8'h30 ;
            rom[101] = 8'h51 ;
            rom[102] = 8'h7f ;
            rom[103] = 8'h15 ;
            rom[104] = 8'h2e ;
            rom[105] = 8'hf8 ;
            rom[106] = 8'h44 ;
            rom[107] = 8'h08 ;
            rom[108] = 8'hfa ;
            rom[109] = 8'h42 ;
            rom[110] = 8'h28 ;
            rom[111] = 8'h25 ;
            rom[112] = 8'h26 ;
            rom[113] = 8'h50 ;
            rom[114] = 8'hca ;
            rom[115] = 8'h21 ;
            rom[116] = 8'h7c ;
            rom[117] = 8'h3a ;
            rom[118] = 8'h55 ;
            rom[119] = 8'h26 ;
            rom[120] = 8'hec ;
            rom[121] = 8'h54 ;
            rom[122] = 8'h57 ;
            rom[123] = 8'h43 ;
            rom[124] = 8'hf4 ;
            rom[125] = 8'he4 ;
            rom[126] = 8'h42 ;
            rom[127] = 8'h51 ;
        end
    always
        @(*)
        begin
            data = rom[addr] ;
        end
endmodule
--- /design/flow/run.sh ---
#!/bin/bash
# OpenROAD 26Q1-2900-gdf79404cd8, Yosys 0.63+post, stock flow scripts
make -C /OpenROAD-flow-scripts/flow DESIGN_CONFIG=/design/flow/config.mk WORK_HOME=/design/flow/orfs finish
--- /design/flow/config.mk ---
export PLATFORM = sky130hd
export DESIGN_NAME = biases_rom_dense_layer_1x_1280_256_128_bn_relu6
export DESIGN_NICKNAME = biases_rom_dense_layer_1x_1280_256_128_bn_relu6
export VERILOG_FILES = /design/flow/design.v
export SDC_FILE = /design/flow/constraint.sdc
export NUM_CORES = 4
export LEC_CHECK = 1
export CORE_AREA = 10 10 103 103
export DIE_AREA = 0 0 113 113
--- /design/flow/constraint.sdc ---
current_design biases_rom_dense_layer_1x_1280_256_128_bn_relu6

set clk_period 3.5
set clk_io_pct 0.2

create_clock -name clk0 -period $clk_period

set non_clock_inputs [all_inputs -no_clocks]
set_input_delay [expr $clk_period * $clk_io_pct] -clock clk0 $non_clock_inputs
set_output_delay [expr $clk_period * $clk_io_pct] -clock clk0 [all_outputs]
==> results.yml <==
# implementation run metrics
detailed_routing:
  wl_per_cell_um: 17.5
  vias: 2645
  drc: 0
  via_per_inst: 5.68
  num_antenna_cells: 0
  first_iter_violations: 359
  finalWirelength_um: 8140
  antenna_left: 0
  first_pass_iters: 5
worst_setup_path:
  cp.arrival_ns: 2.72
  slowest_stage: "mux4_2"
  crit_chain: "clkdlybuf4s15_1, inv_2, buf_4, ha_2, or2_1, and2_0, mux4_2, o211ai_2, o41ai_2, dlygate4sd2_1"
  crit_path_max_incr_delay_ns: 0.48
  crit_fanout: 5
  path_depth: 10
  path_class: "input port to output pin"
  worst_setup_path_start_kind: "input port"
  critPathCaptureType: "output pin"
  cp.buffers_inverters: 4
  crit_required_ns: 2.80
  path_delay_family: "buffers and inverters"
logic_synthesis:
  mux_share_pct: 6.92
  avgSynthCellArea_um2: 6.27
  simple_gate_share_pct: 27.9
  synthCells: 297
  ys_cells: 297
  syn_area_mm2: 0.00186
  topCombFamilyByArea: "AND-OR/OR-AND gates"
  yosysUniqueCellTypes: 61
  ys_sh_aoi_pct: 41.5
  yosysSeqAreaShare_pct: 0
  ys_warn_count: 1
  xor_share_pct: 1.41
  ys_area_mm2: 0.00186
  ys_sh_adder_pct: 10.7
placed_design:
  portBuffers: 15
  placed_area_mm2: 0.00256
  dp_cells: 457
  hpwl_um: 6070
  gp_congestion: 0.962
job:
  warnings: 46
  drv_cap: 0
global_routing:
  overflow: 0
  grt_max_degree: 24
  grt_first_pass_wirelength_um: 13000
  grtUsageTotal_pct: 12.1
  grt_pass1_vias: 2543
  antenna_found_initial: 0
finish:
  stdcell_count: 466
  comb_area_mm2: 0.00176
  flops: 0
  clock_buffer_count: 0
  lay_top_cells: "buf_4 (79), nand2_1 (35), a21oi_1 (20)"
  final_core_util_pct: 33.4
  seqCellArea_um2: 0
  layout-drive-gt1-share_pct: 32.4
  final_area_mm2: 0.00277
  layout_top_cell: "buf_4"
  fill_cells: 840
  area_delta_synth_final_pct: 48.7
pwr:
  leakage_uw: 0.00117
  powerDensity_mw_per_mm2: 136
  ir_worst_vdd_mv: 0.0699
timing:
  fin_crit_ns: 3.42
  hold_viol: 0
  slew_headroom_pct: 65.0
  tightest_slew_ns: 0.524
  fmax_ghz: 0.293
  setup_violations: 0
  tns_ns: 0
  slew_viol_final: 0
  fin_crit_sh_pct: 97.6
  rsz0062_at_grt: "false"
floorplanning:
  die_h_um: 113
  dieArea_mm2: 0.0128
  row_count: 33
  die-width_um: 113
  core_mm2: 0.00830
  floorplan.initialDensity_pct: 22.4
  pin_count: 16
hold_path:
  holdPathStages: 5
  hold_class: "input port to output pin"
run_status:
  status: "completed"
==> Yosys cell counts (3+ instances only) <==
| cell type | number | area (um2) |
|---|---|---|
| ha_1 | 16 | 200 |
| inv_1 | 9 | 33.8 |
| nor2_1 | 19 | 71.3 |
| o21ai_1 | 3 | 15.0 |
| a211oi_1 | 12 | 90.1 |
| clkbuf_1 | 16 | 60.1 |
| o221ai_1 | 5 | 43.8 |
| a31oi_1 | 12 | 75.1 |
| nand2b_1 | 12 | 75.1 |
| o211ai_1 | 3 | 22.5 |
| or2_1 | 3 | 18.8 |
| mux4_2 | 3 | 67.6 |
| a21oi_1 | 21 | 105 |
| nor3_1 | 6 | 30.0 |
| o21ai_0 | 18 | 90.1 |
| nand3_1 | 17 | 85.1 |
| mux2i_1 | 5 | 50.1 |
| a32oi_1 | 3 | 26.3 |
| nand4_1 | 3 | 18.8 |
| nand2_1 | 35 | 131 |
| buf_2 | 18 | 90.1 |
| nor2b_1 | 6 | 37.5 |
| a221oi_1 | 3 | 26.3 |
==> path summary, 6_finish.rpt <==
kind	startpoint	end	slack (ns)
worst max-delay path	addr[1]	data[5]	0.08
worst min-delay path	addr[5]	data[5]	2.27
==> layer usage <==
layer  global-route usage [%]  share of wire (%)
met1                     16.6                 42
met2                     18.7                 45
met3                     1.98                 10
met4                     3.98                3.1
met5                        0                  0
==> cell families after synthesis <==
family,count (synthesis)
compound gates,112
simple gates,109
buf+inv,48
fa+ha+maj,16
mux,9
xor+xnor,3
==> worst min-delay path, stage by stage <==
cell,delay [ns]
dlymetal6s2s_1,0.31
buf_4,0.21
o211ai_2,0.08
o41ai_2,0.05
dlygate4sd2_1,0.21
==> power by group <==
group          switching [uW]  internal [uW]  leakage (uW)
Clock                       0              0             0
Sequential                  0              0             0
Combinational             195            181       0.00117
==> through the flow <==
step	setup slack, ns	hold WS, ns	total power, uW
after floorplan	0.359	1.74	190
after global placement	-0.437	2.51	348
after detailed placement	-0.403	2.51	346
after CTS	0.0145	2.34	357
after global routing	0.00593	2.31	407
final	0.0834	2.27	376
==> area by class of cell <==
type / count / area share (%)
multi-input cells: 249 / 63.4
inverters: 11 / 1.49
well taps: 105 / 4.74
repair buffers: 101 / 30.4
==> timing repair <==
item,in CTS,in global routing
gates cloned,0,1
buffers inserted,4,4
endpoints found under the setup margin,8,3
hold buffers,0,0
resized,30,11
pin swaps,4,10
Power figures rest on the tool's default switching activity, not on a simulated workload.
